<file path="flow/config.mk">
export PLATFORM = sky130hd
export DESIGN_NAME = Processor_pipelined
export DESIGN_NICKNAME = Processor_pipelined
export VERILOG_FILES = /design/flow/design.v
export SDC_FILE = /design/flow/constraint.sdc
export NUM_CORES = 4
export LEC_CHECK = 1
export CORE_UTILIZATION = 30
</file>
<file path="flow/constraint.sdc">
current_design Processor_pipelined

set clk_period 83.4
set clk_io_pct 0.2

create_clock -name clk0 -period $clk_period [get_ports {clk}]

set non_clock_inputs [all_inputs -no_clocks]
set_input_delay [expr $clk_period * $clk_io_pct] -clock clk0 $non_clock_inputs
set_output_delay [expr $clk_period * $clk_io_pct] -clock clk0 [all_outputs]
</file>
<file path="flow/design.v">
`timescale 1ns / 1ps
module ALU(input [31:0] A,
            input [31:0] B,
            input [4:0] shift,
            input [3:0] ALUctr,
            output reg [31:0] op,
            output reg zero,
            output reg overflow);
	        reg signed [31:0] A1,B1;
	always @(*)
		begin
			overflow = 1'b0;  
			zero = 1'bz;  
			A1=A; 
			B1=B; 
			case(ALUctr)
			4'b0000 : {overflow,op} = A1 + B1;  
			4'b0001 :
				begin  
				op=A1-B1;
				case(op)
					32'd0 : zero = 1'b1;
					default : zero = 1'b0; 
				endcase
				end
			4'b0010 : op = A&B;      
			4'b0011 : op = A|B;      
			4'b0100 : op = A^B;      
			4'b0101 : op = A1 << B1; 
			4'b0110 : op = ~(A|B);   
			4'b0111 : op = A1 >> B1; 
			4'b1000 : op = A<<shift; 
			4'b1001 : op = A>>shift; 
			4'b1010 : op = A>0;      
			4'b1011 : op = A<=0;     
			4'b1100 : op = ~(A==B);  
			4'b1101 : op = A1 < B1;  
			4'b1110 : op = A >> B;   
			4'b1111 : op = A < B;    
			default : op=32'bz;
			endcase
		end
endmodule
`timescale 1ns / 1ps
module Control_Unit(input [31:0] instr, 
                    output reg branch,
                    output reg jump,
                    output reg memwr, 
                    output reg regwr,
                    output reg mem_to_reg,
                    output reg [3:0] ALUctr,
                    output reg [4:0] rs,
                    output reg [4:0] rt,
                    output reg [4:0] rd,
                    output reg [31:0] imm,
                    output reg alu_src,
                    output reg regdst,
                    output reg [4:0] shamt,
                    output reg [15:0] beq_off,
                    output reg [25:0] target_addr,
                    output reg shift_ctrl,
	                output reg sign_ctrl,
	                output reg save_PC);
	always @(instr)
		begin
			memwr=1'b0;
			regwr=1'b0;
			mem_to_reg=1'bz;
			alu_src=1'bz;
			regdst=1'bz;
			rs=5'd0;
			rt=5'd0;
			rd=5'd0;
			imm=32'd0;
			ALUctr=4'd15;
			branch=1'b0;
			jump=1'b0;
			shamt=5'dz;
			beq_off=16'd0;
			target_addr=26'd0;
            shift_ctrl = 1'b0;
			sign_ctrl =1'b0;
			save_PC = 1'b0;
        if(instr[31:26]==6'b000000 && instr[5:0]==6'b100000) 
            begin
                alu_src=1'b0;
                memwr=1'b0;
                regwr=1'b1;
                mem_to_reg=1'b0;
                regdst=1'b1;
                ALUctr=4'b0000;
                rs=instr[25:21];
                rt=instr[20:16];
                rd=instr[15:11];
            end
        else if(instr[31:26]==6'b000000 && instr[5:0]==6'b100010) 
            begin
                alu_src=1'b0;
                memwr=1'b0;
                regwr=1'b1;
                mem_to_reg=1'b0;
                regdst=1'b1;
                ALUctr=4'b0001;
                rs=instr[25:21];
                rt=instr[20:16];
                rd=instr[15:11];
            end
        else if(instr[31:26]==6'b000000 && instr[5:0]==6'b101010) 
            begin
                alu_src=1'b0;
                memwr=1'b0;
                regwr=1'b1;
                mem_to_reg=1'b0;
                regdst=1'b1;
                ALUctr=4'b1101;
                rs=instr[25:21];
                rt=instr[20:16];
                rd=instr[15:11];
                sign_ctrl =1'b1;
            end
        else if(instr[31:26]==6'b000000 && instr[5:0]==6'b100100) 
            begin
                alu_src=1'b0;
                memwr=1'b0;
                regwr=1'b1;
                mem_to_reg=1'b0;
                regdst=1'b1;
                ALUctr=4'b0010;
                rs=instr[25:21];
                rt=instr[20:16];
                rd=instr[15:11];
            end
        else if(instr[31:26]==6'b000000 && instr[5:0]==6'b100101) 
            begin
                alu_src=1'b0;
                memwr=1'b0;
                regwr=1'b1;
                mem_to_reg=1'b0;
                regdst=1'b1;
                ALUctr=4'b0011;
                rs=instr[25:21];
                rt=instr[20:16];
                rd=instr[15:11];
            end
        else if(instr[31:26]==6'b000000 && instr[5:0] == 6'b100111) 
            begin
                alu_src=1'b0;
                memwr=1'b0;
                regwr=1'b1;
                mem_to_reg=1'b0;
                regdst=1'b1;
                ALUctr=4'b0110;
                rs=instr[25:21];
                rt=instr[20:16];
                rd=instr[15:11];
            end
        else if(instr[31:26]==6'b000000 && instr[5:0] == 6'b100111) 
            begin
                alu_src=1'b0;
                memwr=1'b0;
                regwr=1'b1;
                mem_to_reg=1'b0;
                regdst=1'b1;
                ALUctr=4'b0100;
                rs=instr[25:21];
                rt=instr[20:16];
                rd=instr[15:11];
            end
        else if(instr[31:26]==6'b000000 && instr[5:0] == 6'b000000) 
            begin
                alu_src=1'b0;
                memwr=1'b0;
                regwr=1'b1;
                mem_to_reg=1'b0;
                regdst=1'b1;
                ALUctr=4'b1000;
                rs=5'd0;
                rt=instr[20:16];
                shamt=instr[10:6];
                rd=instr[15:11];
                shift_ctrl=1'b1;
            end
        else if(instr[31:26]==6'b000000 && instr[5:0] == 6'b000100) 
            begin
                alu_src=1'b0;
                memwr=1'b0;
                regwr=1'b1;
                mem_to_reg=1'b0;
                regdst=1'b1;
                ALUctr=4'b0101;
                rt=instr[20:16];
                rs=instr[25:21];
                rd=instr[15:11];
            end
        else if(instr[31:26]==6'b000000 && instr[5:0] == 6'b000011) 
            begin
                alu_src=1'b0;
                memwr=1'b0;
                regwr=1'b1;
                mem_to_reg=1'b0;
                regdst=1'b1;
                ALUctr=4'b0111;
                rt=instr[20:16];
                shamt=instr[10:6];
                rs={{26{1'b0}},{instr[10:6]}};
                rd=instr[15:11];
                shift_ctrl=1'b1;
            end
        else if(instr[31:26]==6'b000000 && instr[5:0] == 6'b000111) 
            begin
                alu_src=1'b0;
                memwr=1'b0;
                regwr=1'b1;
                mem_to_reg=1'b0;
                regdst=1'b1;
                ALUctr=4'b0111;
                rs=instr[25:21];
                rt=instr[20:16];
                rd=instr[15:11];
            end
        else if(instr[31:26]==6'b000000 && instr[5:0] == 6'b000010) 
            begin
                alu_src=1'b0;
                memwr=1'b0;
                regwr=1'b1;
                mem_to_reg=1'b0;
                regdst=1'b1;
                ALUctr=4'b1001;
                rs=5'd0;
                rt=instr[20:16];
                rd=instr[15:11];
                shamt=instr[10:6];
                shift_ctrl=1'b1;
            end
        else if(instr[31:26]==6'b000000 && instr[5:0] == 6'b000110) 
            begin
                alu_src=1'b0;
                memwr=1'b0;
                regwr=1'b1;
                mem_to_reg=1'b0;
                regdst=1'b1;
                ALUctr=4'b0111;
                rt=instr[20:16];
                rs=instr[25:21];
                rd=instr[15:11];
            end
        else if(instr[31:26]==6'b000000 && instr[5:0] == 6'b101011) 
            begin
                alu_src=1'b0;
                memwr=1'b0;
                regwr=1'b1;
                mem_to_reg=1'b0;
                regdst=1'b1;
                ALUctr=4'b1111;
                rt=instr[20:16];
                rs=instr[25:21];
                rd=instr[15:11];
                sign_ctrl =1'b1;
            end
		else if(instr[31:26]==6'b001000) 
			begin
				regdst=1'b0;
				ALUctr=4'b0000;
				rs=instr[25:21];
				imm={{16{instr[15]}},instr[15:0]};  
				rt=instr[20:16];
				alu_src=1'b1;
				memwr=1'b0;
				regwr=1'b1;
				mem_to_reg=1'b0;
			end
		else if(instr[31:26]==6'b001100) 
			begin
				regdst=1'b0;
				ALUctr=4'b0010;
				rs=instr[25:21];
				imm={{16{1'b0}},instr[15:0]};  
				rt=instr[20:16];
				alu_src=1'b1;
				memwr=1'b0;
				regwr=1'b1;
				mem_to_reg=1'b0;
			end
		else if(instr[31:26]==6'b001010) 
			begin
				regdst=1'b0;
				ALUctr=4'b1101;
				rs=instr[25:21];
				imm={{16{instr[15]}},instr[15:0]};
				rt=instr[20:16];
				alu_src=1'b1;
				memwr=1'b0;
				regwr=1'b1;
				mem_to_reg=1'b0;
                sign_ctrl=1'b1;
			end
		else if(instr[31:26]==6'b001010) 
			begin
				regdst=1'b0;
				ALUctr=4'b1111;
				rs=instr[25:21];
				imm={{16{instr[15]}},instr[15:0]};
				rt=instr[20:16];
				alu_src=1'b1;
				memwr=1'b0;
				regwr=1'b1;
				mem_to_reg=1'b0;
			end
		else if(instr[31:26]==6'b001101) 
			begin
				regdst=1'b0;
				ALUctr=4'b0011;
				rs=instr[25:21];
				imm={{16{1'b0}},instr[15:0]};
				rt=instr[20:16];
				alu_src=1'b1;
				memwr=1'b0;
				regwr=1'b1;
				mem_to_reg=1'b0;
			end
		else if(instr[31:26]==6'b001101) 
			begin
				regdst=1'b0;
				ALUctr=4'b0100;
				rs=instr[25:21];
				imm={{16{1'b0}},instr[15:0]};
				rt=instr[20:16];
				alu_src=1'b1;
				memwr=1'b0;
				regwr=1'b1;
				mem_to_reg=1'b0;
			end
		else if(instr[31:26] == 6'b000111) 
			begin
				rs=instr[25:21];
				rt=instr[20:16];
				branch=1'b1;
				beq_off[15:0]=instr[15:0];
				ALUctr=4'b1010;
			end
		else if(instr[31:26] == 6'b000110) 
			begin
				rs=instr[25:21];
				rt=instr[20:16];
				branch=1'b1;
				beq_off[15:0]=instr[15:0];
				ALUctr=4'b1011;
			end
		else if(instr[31:26] == 6'b000101) 
			begin
				rs=instr[25:21];
				rt=instr[20:16];
				branch=1'b1;
				beq_off[15:0]=instr[15:0];
				ALUctr=4'b1100;
			end
		else if(instr[31:26]==6'b100011) 
			begin
				regdst=1'b0;
				ALUctr=4'b0000;
				rs=instr[25:21];
				imm={{16{instr[15]}},instr[15:0]};
				rt=instr[20:16];
				alu_src=1'b1;
				memwr=1'b0;
				regwr=1'b1;
				mem_to_reg=1'b1;
			end
		else if(instr[31:26]==6'b101011) 
			begin
				regdst=1'bz;
				ALUctr=4'b0000;
				rs=instr[25:21];
				imm={{16{instr[15]}},instr[15:0]};
				rt=instr[20:16];
				alu_src=1'b1;
				memwr=1'b1;
				regwr=1'b0;
				mem_to_reg=1'bz;
			end
		else if(instr[31:26]==6'b000100) 
			begin
				rs=instr[25:21];
				rt=instr[20:16];
				branch=1'b1;
				beq_off[15:0]=instr[15:0];
				ALUctr=4'b0001;
			end
        else if(instr[31:26]==6'b000010) 
			begin
				jump=1'b1;
				target_addr[25:0] = instr[25:0];
			end
		else if(instr[31:26]==6'b000011) 
			begin
                save_PC=1'b1;
				jump=1'b1;
				target_addr[25:0] = instr[25:0];
			end
	end
endmodule
`timescale 1ns / 1ps
module Processor_pipelined(clk,instr,reg_check,data_mem_check);
	input clk;
	output [31:0] instr;
	output reg [31:0] reg_check;
	output reg [31:0] data_mem_check;
	reg [7:0] instr_mem [0:127];
	reg [31:0] data_memory [0:31];
	reg [31:0] reg_memory [0:31];
	reg [31:0] PC;
	reg [31:0] pipeline_reg;
	initial begin
	instr_mem[0] = 8'b00100000;
	instr_mem[1] = 8'b00100000;
	instr_mem[2] = 8'b01000011;
	instr_mem[3] = 8'b00000000;
	instr_mem[4] = 8'b00100010;
	instr_mem[5] = 8'b00100000;
	instr_mem[6] = 8'b01000011;    
	instr_mem[7] = 8'b00000000;
	instr_mem[8] = 8'b00100100;
	instr_mem[9] = 8'b00100000;
	instr_mem[10] = 8'b01000011;
	instr_mem[11] = 8'b00000000;
	instr_mem[12] = 8'b00100101;
	instr_mem[13] = 8'b00100000;
	instr_mem[14] = 8'b01000011;
	instr_mem[15] = 8'b00000000;
	instr_mem[16] = 8'b00101010;
	instr_mem[17] = 8'b00100000;
	instr_mem[18] = 8'b01000011;
	instr_mem[19] = 8'b00000000;
	instr_mem[20] = 8'b00111110;
	instr_mem[21] = 8'b00000000;
	instr_mem[22] = 8'b01000011;
	instr_mem[23] = 8'b00100000;
	instr_mem[24] = 8'b00111110;
	instr_mem[25] = 8'b00000000;
	instr_mem[26] = 8'b01000011;
	instr_mem[27] = 8'b00101000;			
	instr_mem[28] = 8'b00000001;
	instr_mem[29] = 8'b00000000;
	instr_mem[30] = 8'b01000011;
	instr_mem[31] = 8'b10001100;	
	instr_mem[32] = 8'b00000001;
	instr_mem[33] = 8'b00000000;
	instr_mem[34] = 8'b01000011;
	instr_mem[35] = 8'b10101100;	
	instr_mem[36] = 8'b00111110;
	instr_mem[37] = 8'b00000000;
	instr_mem[38] = 8'b01000011;
	instr_mem[39] = 8'b00101000;				
	instr_mem[40] = 8'b00111110;
	instr_mem[41] = 8'b00000000;
	instr_mem[42] = 8'b01000011;
	instr_mem[43] = 8'b00010000;
	instr_mem[44] = 8'b00111110;
	instr_mem[45] = 8'b00000000;
	instr_mem[46] = 8'b01000011;
	instr_mem[47] = 8'b00001000;
	reg_memory[0] = 0;
	reg_memory[1] = 1;
	reg_memory[2] = 2;
	reg_memory[3] = 3;
	reg_memory[4] = 4;
	reg_memory[5] = 5;
	data_memory[0] = 0;
	data_memory[1] = 10;
	data_memory[2] = 20;
	data_memory[3] = 30;
	data_memory[4] = 40;
	pipeline_reg = 32'bx;
	PC = 32'b0;
	end
	wire [29:0] PC_add,PC_jump;
	reg [29:0] PC_1,PC_2;
	wire zero,branch,jump;
	wire [25:0] target_addr;
	wire [15:0] beq_offset;
	assign PC_jump = {PC[31:28],target_addr[25:0]};
	assign PC_add = PC[31:2] + 30'd1;
	always @(PC_add or branch or zero)
		begin
		if(branch == 1'b1 & zero == 1'b1)
			begin
			PC_1 = PC_add + {{14{beq_offset[15]}},beq_offset[15:0]};
			end
		else
			begin
			PC_1 = PC_add;
			end
		end
	always @(PC_jump or PC_1 or jump)
		begin
		if(jump==1'b1)
			begin
			PC_2=PC_jump;
			end
		else
			begin
			PC_2=PC_1;
			end
		end
	always @(negedge clk)
		begin
		pipeline_reg={instr_mem[PC+3],instr_mem[PC+2],instr_mem[PC+1],instr_mem[PC]};
		PC [31:0] ={PC_2,{2{1'b0}}};
		end
	assign instr = pipeline_reg;
	wire regwr;
	wire memwr;
	wire mem_to_reg;
	wire [3:0] ALUctr;
	wire [4:0] rs,rt,rd;
	wire [31:0] imm;
	wire alu_src,regdst;
	wire [4:0] shift;
	wire shift_ctrl;
	wire sign_ctrl;
	wire overflow;
	wire save_PC;
    wire [31:0] Rx;
	reg [31:0] Ra,Rb;
	reg [4:0] Rp;
	reg [31:0] Rm;
	wire [31:0] Rc;
	wire [31:0] temp_Ra;
	wire [31:0] temp_Rb;
	Control_Unit C1(instr,branch,jump,memwr,regwr,mem_to_reg,ALUctr,rs,rt,rd,imm,alu_src,regdst,shift,beq_off,target_addr,shift_ctrl,sign_ctrl,save_PC);
	assign temp_Ra = reg_memory[rs];
	assign temp_Rb = reg_memory[rt];
	always @(temp_Ra or temp_Rb or imm or alu_src)
		begin
			Rb = 32'bz;
			if(alu_src==1'b0)
				begin
					Rb = temp_Rb;
				end
			else if(alu_src==1'b1)
                begin
				    Rb = imm;
			    end
		end
	always@(shift or shift_ctrl)
		begin
			if(shift_ctrl==1'b1)
				begin
					Ra[31:5] = 27'd0;
					Ra[4:0] = shift;
				end
			else if (shift_ctrl==1'b0)
				begin
					Ra = temp_Ra;
				end
			end
	ALU A1(Ra,Rb,shift,ALUctr,Rc,zero,overflow);
	assign Rx = data_memory[Rc];
	always@(negedge clk)
		begin
			if(memwr==1'b1)
			begin
                data_memory[Rc] = temp_Rb;
                data_mem_check = temp_Rb;
			end
		end
	always @(mem_to_reg or Rx or Rc)
		begin
			Rm=32'dz;
			if(mem_to_reg)
				Rm=Rx;
			else
				Rm=Rc;
		end
	always @(regdst or rt or rd)
		begin
			Rp=5'dz;
			if(regdst)
				Rp =rd;
			else
				Rp=rt;
		end
	always@(negedge clk)
		begin
			if( ((regwr==1'b1) | (alu_src==1'b1)) & (overflow==1'b0))
				begin
					reg_memory[Rp] = Rm;
					reg_check = Rm;
				end
			else if(jump==1'b1 && save_PC==1'b1)
				begin
					reg_memory[31] = PC+8;
					reg_check = PC+8;
				end
		end 
endmodule
</file>
<file path="flow/run.sh">
#!/bin/bash
# OpenROAD 26Q1-2900-gdf79404cd8, Yosys 0.63+post, stock flow scripts
make -C /OpenROAD-flow-scripts/flow DESIGN_CONFIG=/design/flow/config.mk WORK_HOME=/design/flow/orfs finish
</file>
==> out/summary.log <==
[routing] amount of wire on met3 after detailed routing 24.6 mm
[routing] routed length per placed instance 23.4 um
[yosys] cell count after synthesis 4167
[timing] Final Skew 50.6 ps
[global_routing] total global routing track utilization 21.1%
[worst_setup_path] CP Buf/Inv Count 1
[floorplan] top-level port count 97
[clock_network] Setup Fix Bufs, Post-CTS 0
[placement] port buffer count 76
[yosys] YS chip area 0.0547 mm2
[worst_setup_path] Setup Crit Path Kind reg -> out
[final_layout] top library cells by usage in the layout, fill and taps aside inv_1 (1332), edfxtp_1 (1156), nand2_1 (505)
[clock_network] CTS buffer count 143
[worst_setup_path] largest stage delay on the critical path 730 ps
[timing] relative max-transition margin 24.8%
[final_layout] Area Overhead vs Synth 24.3%
[worst_setup_path] kind of start point of the critical path flip-flop
[global_routing] overflow left after global routing 0
[worst_hold_path] Min-Delay Path Class reg -> reg
[routing] sum of routed wire length over all layers 186 mm
[routing] Routed met1 length 69.3 mm
[clock_network] buffer depth of the longest clock path 3
[run] Max-Cap Viols 0
[floorplan] vertical extent of the die 429 um
[worst_setup_path] required time at the endpoint of the critical path 66720 ps
[clock_network] clock latency on the worst-skew pair 780 ps
[run] Log Warnings 1099
[timing] final setup fails 0
[routing] via total after detailed routing 40200
[floorplan] Die X-Extent 429 um
[timing] total negative slack 0 ps
[timing] Max Transition Viols Final 0
[floorplan] core outline area 0.181 mm2
[routing] DRC viols 0
[worst_setup_path] arrival time of data at the critical path endpoint 43770 ps
[yosys] count of state elements after synthesis 1193
[timing] worst-margin pin slew 1130 ps
[final_layout] number of flip-flops in the largest register 1024
[worst_setup_path] CP max FO 18
[worst_setup_path] chain of cells forming the critical path clkdlybuf4s50_1
[yosys] most used flip-flop cell after synthesis edfxtp_1
[final_layout] most numerous logic cell after layout inv_1
[power_and_ir_drop] Max VDD drop 0.0000176 V
[power_and_ir_drop] leakage power 0.0295 uW
[clock_network] clock net sink count 1193
[routing] top layer reached by signal wires met5
[clock_network] clock transition at the register clock pins on the worst setup and hold paths after CTS 40 ps
[yosys] distinct lib cells 98
[routing] violation count after the first detailed-route iteration 2819
[yosys] cell type contributing the most total cell area after synthesis edfxtp_1
[routing] drt first pass iters 5
[global_routing] number of antenna violations at the first check in global routing 4
[yosys] Async SR Flop Fraction 0%
[yosys] Top cells by area edfxtp_1 (63%), mux2i_1 (4.2%), nand2_1 (3.5%)
[placement] placed insts 6504
[final_layout] post-route insts no fill 7948
[yosys] Yosys warning count 32
[floorplan] std cell rows 156
[floorplan] area of the chip 0.184 mm2
[timing] unrepaired setup endpoints after global routing no
[yosys] sequential share of the synthesized area 64.8%
[yosys] number of cells in the yosys synthesis report 4167
[routing] tally of nets with antenna violations remaining after routing 0
[floorplan] FP Core Util 30.2%
[routing] routed wire length on met2 85.2 mm
[placement] Post-DP HPWL 112 mm
[timing] Hold Vio Cnt, Final 0
[outcome] outcome finished, final reports clean
[worst_setup_path] CP top delay family flip-flops
[routing] Vias/cell 5.05
[clock_network] clock root cell clkbuf_16
[yosys] mean cell area of the mapped netlist 13.1 um2
[power_and_ir_drop] Power Dens Cells 21.9 mW/mm2
[yosys] EDFF count, synth 1156
[final_layout] fraction of final layout cells with drive strength greater than 1 10.7%
[clock_network] total of hold buffers inserted after clock tree synthesis 0
[global_routing] maximum number of pins on one net before global-route repair 125
[clock_network] Resized Gates After CTS 0
[worst_setup_path] slowest stage cell, crit path dfxtp_1
[yosys] cell area after synthesis 0.0547 mm2
[yosys] Synth top area share 63.5%
[global_routing] global-route wire length before repair 267 mm
[placement] routability congestion estimate from global placement 0.973
[clock_network] deepest level of the CTS H-tree 4
[clock_network] TritonCTS clock tree yes
[global_routing] vias in the first global route 42300
[worst_setup_path] Worst setup EP type output port
==> logic make-up after synthesis <==
| kind of cell | Yosys count | share of synthesized area, % |
|---|---|---|
| AOI/OAI and AO/OA | 800 | 10.6 |
| xor gates and xnor gates | 95 | 1.52 |
| adders and majority gates | 106 | 2.44 |
| buffers and inverters | 412 | 3.28 |
| DFF | 1193 | 64.8 |
| muxes | 342 | 6.58 |
| other | 2 | 0.0137 |
| and+or+nand+nor | 1217 | 10.7 |
==> path summary, 6_finish.rpt <==
| kind | from | endpoint | slack [ps] | cells after the start |
|---|---|---|---|---|
| setup / recovery | pipeline_reg[5] | instr[5] | 22950 | 1 |
| hold / removal | PC[26] | PC[26] | 510 | 2 |
| setup reg to reg | pipeline_reg[5] | reg_check[22] | 73480 | 21 |
| hold reg to reg | PC[26] | PC[26] | 510 | 2 |
==> worst reg2reg max path, delay by kind of cell, from the launching register on <==
family	cells	cell delay, ps
DFF	1	730
AOI/OAI and AO/OA	10	3410
buffers and inverters	6	2770
adders and majority gates	1	520
and+or+nand+nor	4	2160
==> synthesized netlist by cell type (8+ instances only) <==
| cell | n |
|---|---|
| a211oi_1 | 177 |
| a21o_1 | 20 |
| a21oi_1 | 117 |
| a221oi_1 | 8 |
| a311oi_1 | 35 |
| a31oi_1 | 34 |
| and2_1 | 21 |
| and3_1 | 266 |
| buf_1 | 14 |
| buf_2 | 88 |
| buf_4 | 33 |
| clkbuf_1 | 159 |
| dfxtp_1 | 37 |
| edfxtp_1 | 1156 |
| ha_1 | 105 |
| inv_1 | 113 |
| mux2_2 | 112 |
| mux2i_1 | 227 |
| nand2_1 | 506 |
| nand2b_1 | 23 |
| nand3_1 | 40 |
| nand4_1 | 12 |
| nor2_1 | 194 |
| nor2b_1 | 11 |
| nor3_1 | 44 |
| nor4_1 | 46 |
| o211ai_1 | 21 |
| o21a_1 | 11 |
| o21ai_0 | 83 |
| o21ai_1 | 19 |
| o21bai_1 | 15 |
| o221ai_1 | 18 |
| o22ai_1 | 36 |
| o31ai_1 | 20 |
| o32ai_1 | 91 |
| or3_1 | 15 |
| xnor2_1 | 37 |
| xor2_1 | 58 |
==> layout make-up <==
cell class | count | area [um2]
fillers | 16800 | 113000
flip-flops and latches | 1193 | 35500
multi-input cells | 2580 | 17900
clock inverters | 1299 | 5600
clock buffers | 143 | 3580
well taps | 2370 | 2970
repair buffers | 245 | 2070
inverters | 115 | 433
diodes | 3 | 7.51
==> report_power, final <==
group	total, uW	leakage [uW]	switching, uW	internal (uW)
clock network	836	0.00870	401	435
logic	0.0268	0.00708	0.0197	0
registers	653	0.0138	0	653
==> routing by layer <==
metal  up-vias  GRT usage, %
met5         -          1.54
met4         8          8.97
met3       339          13.9
met2      2035          30.4
met1     19200          24.9
li1      18500             -
==> through the flow <==
stage | cell area, um2 | power [uW] | setup slack (ps) | hold slack (ps) | util [%]
floorplan | 54800 | 745 | 24630 | 461 | -
detailed placement | 58800 | 744 | 23720 | 511 | 32.5
finish | 68000 | 1490 | 22950 | 514 | 37.6
global route | 68000 | 1590 | 22810 | 580 | 37.6
CTS | 68000 | 1520 | 22900 | 519 | 37.6
global placement | 58800 | 744 | 23720 | 497 | 32.5
No activity file was given, so power comes from the tool's default toggle rates.
